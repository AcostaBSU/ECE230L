==> design/flow/design.v <==
module demultiplexer(
    input [7:0] data,
    input [1:0] sel,
    output reg [7:0] A,
    output reg [7:0] B,
    output reg [7:0] C,
    output reg [7:0] D
);
    always @(*) begin 
        case(sel)
            2'b00: {D, C, B, A} <= {8'b0, 8'b0, 8'b0, data}; 
            2'b01: {D, C, B, A} <= {8'b0, 8'b0, data, 8'b0};
            2'b10: {D, C, B, A} <= {8'b0, data, 8'b0, 8'b0};
            2'b11: {D, C, B, A} <= {data, 8'b0, 8'b0, 8'b0};
        endcase
    end
endmodule
==> design/flow/run.sh <==
#!/bin/bash
# OpenROAD 26Q1-2900-gdf79404cd8, Yosys 0.63+post, stock flow scripts
make -C /OpenROAD-flow-scripts/flow DESIGN_CONFIG=/design/flow/config.mk WORK_HOME=/design/flow/orfs finish
==> design/flow/config.mk <==
export PLATFORM = sky130hd
export DESIGN_NAME = demultiplexer
export DESIGN_NICKNAME = demultiplexer
export VERILOG_FILES = /design/flow/design.v
export SDC_FILE = /design/flow/constraint.sdc
export NUM_CORES = 4
export LEC_CHECK = 1
export CORE_AREA = 10 10 70 70
export DIE_AREA = 0 0 80 80
==> design/flow/constraint.sdc <==
current_design demultiplexer

set clk_period 1.0
set clk_io_pct 0.2

create_clock -name clk0 -period $clk_period

set non_clock_inputs [all_inputs -no_clocks]
set_input_delay [expr $clk_period * $clk_io_pct] -clock clk0 $non_clock_inputs
set_output_delay [expr $clk_period * $clk_io_pct] -clock clk0 [all_outputs]
==> qor.txt <==
Critical path arrival -> 0.86 ns
Initial antenna violation count -> 0
Ratio of cells with drive above 1 in the final layout -> 0.813
Residual DRC -> 0
Num rows -> 21
Logic cell area -> 328 µm²
Flop area -> 0 µm²
Worst IR drop on VDD -> 0.190 mV
Setup tns final -> -0.413 ns
Hpwl dp -> 1140 µm
Crit. End Element -> primary output
Most instantiated logic cells after routing -> 29 x buf_2, 14 x and3b_1, 8 x nor3b_2, 8 x buf_6, 7 x and3_4
FP Util -> 0.0938
GR Overflow Total -> 0
Area after DPL -> 778 µm²
Mux frac, synth -> 0
Via/cell ratio -> 3.73
Pin slew with the least headroom to its limit -> 0.115 ns
Largest net degree at the start of global routing -> 9
Power Density -> 342 nW/µm²
Clock buffers -> 0
Slack of the critical path -> -0.0639 ns
RD Place Congestion -> 0.714
Post-Place Setup Slack -> -0.756 ns
Fill cell count -> 365
Final Cell Area -> 980 µm²
Warning total across the stage logs -> 34
Flop count -> 0
Routed len/inst -> 14.4 µm
Maxcap violations -> 0
Leakage -> 0.536 nW
Chip area line of the yosys report -> 320 µm²
Crit path time final -> 1.06 ns
First-pass GRT wire length -> 2980 µm
Dominant comb cell -> simple AND/OR/NAND/NOR gates
Routed WL -> 1970 µm
FMAX -> 940 MHz
Placeable Area -> 3420 µm²
Die area -> 6400 µm²
XORs/XNORs by Area -> 0
Failing checks -> setup timing
Final ANT Viol Nets -> 0
WP data required -> 0.80 ns
Crit path launch type -> primary input
Final setup fails -> 15
Mapped Avg Cell Area -> 8.43 µm²
DR iter-0 viols -> 17
Post-Syn Area -> 320 µm²
And+or+nand+nor area frac -> 0.789
Final Max Slew Viols -> 0
Slew headroom -> 0.923
Crit-path max FO -> 8
Number of global-route vias before repair -> 524
Synth Area in Adders -> 0
Vias -> 511
Die Y -> 80 µm
# Cells Yosys -> 38
Post-synth cell types -> 5
Most frequent logic cell in the layout -> buf_2
Fin crit share -> 1.06
P&R area growth vs syn -> 206%
CTS Hold Bufs -> 0
Final hold viol count -> 0
HP Class -> primary input to primary output
Ys Warns -> 1
Outcome -> complete, but fails checks
Fin Hold WS -> 0.740 ns
Ao+oa area frac -> 0
Port Buf Inserts -> 42
Die width -> 80 µm
Seq share, synth -> 0
Total track usage -> 0.0575
DR pass1 iterations -> 3
Unrepaired setup endpoints after global routing -> true
Antenna diodes -> 0
Crit Path Class -> primary input to primary output
IO Pins -> 42
Post-synthesis cell count -> 38
logic make-up (layout without fill, tap and decap cells):
| family | Yosys count | after routing |
|---|---|---|
| simple gates | 32 | 32 |
| buf+inv | 6 | 59 |
critical path, cell delays in order:
cell,delay [ns]
buf_12,0.12
buf_12,0.13
buf_6,0.12
and3b_1,0.19
buf_2,0.10
area by class of cell:
class / instances / share of cell area
repair buffers: 59 / 0.607
multi-input cells: 32 / 0.335
well taps: 46 / 0.0587
cell usage after synthesis:
cell type / n / area share
and3b_1: 14 / 0.38
and3_1: 8 / 0.16
nor3b_1: 8 / 0.19
buf_6: 6 / 0.21
and3b_2: 2 / 0.063
stage by stage:
stage | instances | total power, W | utilization
after floorplan | 38 | 0.0000748 | -
after global placement | 123 | 0.000230 | 0.228
after detailed placement | 123 | 0.000234 | 0.228
after CTS | 138 | 0.000333 | 0.281
after global routing | 137 | 0.000361 | 0.287
final | 137 | 0.000335 | 0.287
where the power goes:
group / internal [W] / leakage [nW] / switching (W)
Clock: 0 / 0 / 0
Sequential: 0 / 0 / 0
Combinational: 0.000229 / 0.536 / 0.000106
path summary, 6_finish.rpt:
| kind | startpoint | endpoint | slack, ns | cells after the start |
|---|---|---|---|---|
| max | sel[0] | C[3] | -0.06 | 5 |
| min | data[1] | B[1] | 0.74 | 3 |
per-layer routing:
metal  vias to the layer above  part of all wire  GRT usage
li1                        250                 -          -
met1                       233              0.47     0.0778
met2                        28              0.40     0.0875
met3                         0              0.14     0.0250
met4                         0                 0          0
met5                         -                 0          0
repair_timing:
| action | CTS | global route |
|---|---|---|
| gates resized | 164 | 7 |
| gates cloned | 5 | 0 |
| buffers inserted | 10 | 1 |
| endpoints found under the setup margin | 32 | 19 |
| pin swaps | 14 | 2 |
Power figures rest on the tool's default switching activity, not on a simulated workload.
